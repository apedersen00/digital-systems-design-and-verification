### flow/config.mk
export PLATFORM = sky130hd
export DESIGN_NAME = mul_16
export DESIGN_NICKNAME = mul_16
export VERILOG_FILES = /design/flow/design.v
export SDC_FILE = /design/flow/constraint.sdc
export NUM_CORES = 4
export LEC_CHECK = 1
export CORE_UTILIZATION = 30
### flow/constraint.sdc
current_design mul_16

set clk_period 27.3
set clk_io_pct 0.2

create_clock -name clk0 -period $clk_period

set non_clock_inputs [all_inputs -no_clocks]
set_input_delay [expr $clk_period * $clk_io_pct] -clock clk0 $non_clock_inputs
set_output_delay [expr $clk_period * $clk_io_pct] -clock clk0 [all_outputs]
### flow/design.v
package rv32i_pkg;
  parameter REG_WIDTH = 32;
  parameter [6:0] OP_LUI     = 7'b0110111;  
  parameter [6:0] OP_AUIPC   = 7'b0010111;  
  parameter [6:0] OP_JAL     = 7'b1101111;  
  parameter [6:0] OP_BRANCH  = 7'b1100011;  
  parameter [6:0] OP_STORE   = 7'b0100011;  
  parameter [6:0] OP_ALU     = 7'b0110011;  
  parameter [6:0] OP_JALR    = 7'b1100111;  
  parameter [6:0] OP_LOAD    = 7'b0000011;  
  parameter [6:0] OP_ALUI    = 7'b0010011;  
  parameter [6:0] OP_FENCE   = 7'b0001111;  
  parameter [6:0] OP_SYSTEM  = 7'b1110011;  
  parameter [5:0] OP_ALU_NOP  = 6'b000000;
  parameter [5:0] OP_ALU_ADD  = 6'b011001;  
  parameter [5:0] OP_ALU_SUB  = 6'b011011;  
  parameter [5:0] OP_ALU_AND  = 6'b011101;  
  parameter [5:0] OP_ALU_OR   = 6'b011111;  
  parameter [5:0] OP_ALU_XOR  = 6'b100001;  
  parameter [5:0] OP_ALU_SLT  = 6'b100011;  
  parameter [5:0] OP_ALU_SLTU = 6'b100101;  
  parameter [5:0] OP_ALU_SLL  = 6'b100111;  
  parameter [5:0] OP_ALU_SRL  = 6'b101001;  
  parameter [5:0] OP_ALU_SRA  = 6'b101011;  
  parameter [2:0] BRANCH_BEQ      = 3'b000;  
  parameter [2:0] BRANCH_BNE      = 3'b001;  
  parameter [2:0] BRANCH_BLT      = 3'b100;  
  parameter [2:0] BRANCH_BGE      = 3'b101;  
  parameter [2:0] BRANCH_BLTU     = 3'b110;  
  parameter [2:0] BRANCH_BGEU     = 3'b111;  
  parameter [2:0] BRANCH_JAL_JALR = 3'b010;  
endpackage
module cr_adder #(
    parameter Width = 4
  ) (
    input   logic [Width-1:0] a_i,
    input   logic [Width-1:0] b_i,
    input   logic             c_i,
    output  logic [Width-1:0] sum_o,
    output  logic             c_o
  );
  logic [Width:0] c;
  assign c[0] = c_i;
  genvar i;
  generate
    for (i = 0; i < Width; i++) begin : adder_chain
      fulladder fa (
        .a_i      (a_i[i]),
        .b_i      (b_i[i]),
        .c_i      (c[i]),
        .sum_o    (sum_o[i]),
        .c_o      (c[i+1])
      );
    end
  endgenerate
  assign c_o = c[Width];
endmodule
module mul_16 #(
    localparam N = 16
  ) (
    input   logic [N-1:0]   a_i,
    input   logic [N-1:0]   b_i,
    output  logic [2*N-1:0] prod_o
  );
  logic [N/2-1:0] a_L, a_H, b_L, b_H;
  assign a_L = a_i[N/2-1:0];
  assign a_H = a_i[N-1:N/2];
  assign b_L = b_i[N/2-1:0];
  assign b_H = b_i[N-1:N/2];
  logic [N-1:0] prod_0, prod_1, prod_2, prod_3;
  mul_8 mul_LL (
    .a_i(a_L),
    .b_i(b_L),
    .prod_o(prod_0)
  );
  mul_8 mul_HL (
    .a_i(a_H),
    .b_i(b_L),
    .prod_o(prod_1)
  );
  mul_8 mul_LH (
    .a_i(a_L),
    .b_i(b_H),
    .prod_o(prod_2)
  );
  mul_8 mul_HH (
    .a_i(a_H),
    .b_i(b_H),
    .prod_o(prod_3)
  );
  logic [2*N-1:0] term_0, term_1, term_2, term_3;
  assign term_0 = {16'b0, prod_0};
  assign term_1 = {8'b0, prod_1, 8'b0};
  assign term_2 = {8'b0, prod_2, 8'b0};
  assign term_3 = {prod_3, 16'b0};
  logic [2*N-1:0] sum_stage1_a, sum_stage1_b;
  logic           cout_stage1_a, cout_stage1_b, cout_final;
  cr_adder #(
    .Width(2*N)
  ) add_s1a (
    .a_i    (term_0),
    .b_i    (term_1),
    .c_i    (1'b0),
    .sum_o  (sum_stage1_a),
    .c_o    (cout_stage1_a)
  );
  cr_adder #(
    .Width(2*N)
  ) add_s1b (
    .a_i    (term_2),
    .b_i    (term_3),
    .c_i    (1'b0),
    .sum_o  (sum_stage1_b),
    .c_o    (cout_stage1_b)
  );
  cr_adder #(
    .Width(2*N)
  ) add_sum (
    .a_i    (sum_stage1_a),
    .b_i    (sum_stage1_b),
    .c_i    (1'b0),
    .sum_o  (prod_o),
    .c_o    (cout_final)
  );
endmodule
module mul_4 (
    input   logic [3:0] a_i,
    input   logic [3:0] b_i,
    output  logic [7:0] prod_o
  );
  assign prod_o = a_i * b_i;
endmodule
module mul_8 #(
    localparam N = 8
  ) (
    input   logic [N-1:0]   a_i,
    input   logic [N-1:0]   b_i,
    output  logic [2*N-1:0] prod_o
  );
  logic [N/2-1:0] a_L, a_H, b_L, b_H;
  assign a_L = a_i[N/2-1:0];
  assign a_H = a_i[N-1:N/2];
  assign b_L = b_i[N/2-1:0];
  assign b_H = b_i[N-1:N/2];
  logic [N-1:0] prod_0, prod_1, prod_2, prod_3;
  mul_4 mul_LL (
    .a_i(a_L),
    .b_i(b_L),
    .prod_o(prod_0)
  );
  mul_4 mul_HL (
    .a_i(a_H),
    .b_i(b_L),
    .prod_o(prod_1)
  );
  mul_4 mul_LH (
    .a_i(a_L),
    .b_i(b_H),
    .prod_o(prod_2)
  );
  mul_4 mul_HH (
    .a_i(a_H),
    .b_i(b_H),
    .prod_o(prod_3)
  );
  logic [2*N-1:0] term_0, term_1, term_2, term_3;
  assign term_0 = {8'b0, prod_0};
  assign term_1 = {4'b0, prod_1, 4'b0};
  assign term_2 = {4'b0, prod_2, 4'b0};
  assign term_3 = {prod_3, 8'b0};
  logic [2*N-1:0] sum_stage1_a, sum_stage1_b;
  logic           cout_stage1_a, cout_stage1_b, cout_final;
  cr_adder #(
    .Width(2*N)
  ) add_s1a (
    .a_i    (term_0),
    .b_i    (term_1),
    .c_i    (1'b0),
    .sum_o  (sum_stage1_a),
    .c_o    (cout_stage1_a)
  );
  cr_adder #(
    .Width(2*N)
  ) add_s1b (
    .a_i    (term_2),
    .b_i    (term_3),
    .c_i    (1'b0),
    .sum_o  (sum_stage1_b),
    .c_o    (cout_stage1_b)
  );
  cr_adder #(
    .Width(2*N)
  ) add_sum (
    .a_i    (sum_stage1_a),
    .b_i    (sum_stage1_b),
    .c_i    (1'b0),
    .sum_o  (prod_o),
    .c_o    (cout_final)
  );
endmodule
module fulladder (
    input   logic a_i,
    input   logic b_i,
    input   logic c_i,
    output  logic sum_o,
    output  logic c_o
  );
  assign sum_o  = a_i ^ b_i ^ c_i;
  assign c_o    = (a_i & b_i) | (a_i & c_i) | (b_i & c_i);
endmodule
### flow/run.sh
#!/bin/bash
# OpenROAD 26Q1-2900-gdf79404cd8, Yosys 0.63+post, stock flow scripts
make -C /OpenROAD-flow-scripts/flow DESIGN_CONFIG=/design/flow/config.mk WORK_HOME=/design/flow/orfs finish
==> run summary <==
global placer's final weighted congestion -> 0.8528
synth warn -> 0
Yosys Chip Area -> 0.01084 mm2
largest net degree at the start of global routing -> 17
max incr delay on CP -> 0.83 ns
drt drc -> 0
layout cells sized above 1 -> 0.02398
max_cap viols -> 0
slowest CP cell -> clkdlybuf4s50_1
Die ar. -> 0.03690 mm2
global-route wire length before repair -> 37210 um
minimum clock period after layout -> 25.07 ns
vias in the first global route -> 7587
cell taking the most area after synthesis -> ha_1
slew margin rel. -> 0.5109
crit path DRT -> 21.84 ns
OpenROAD warnings -> 32
via count -> 7571
drt initial violations -> 211
VDD IR-drop max -> 0.0001620 V
DP Wirelength -> 18160 um
Power Density -> 109.6 mW/mm2
Final Hold Vio Count -> 0
site row count -> 69
register area -> 0 um2
final setup fails -> 0
Post-synth seq share -> 0
Starting Density -> 0.3048
final WL -> 21240 um
Synth Cell Area -> 0.01084 mm2
Post-Synthesis Cells -> 1234
die extent in x -> 192.1 um
Arr. time, crit path -> 19.61 ns
cycle use final -> 0.9184
Lkg Pwr -> 6.387 nW
Worst Setup Start Kind -> input pin
global route overflow -> 0
main area contributors -> ha_1 (30%), fa_1 (28%), and2_1 (13%)
outcome -> finished, final reports clean
cell with the most instances after synthesis -> inv_1
Pre-Repair DR Iteration Count -> 4
max-slew violations -> 0
mean post-synth cell area -> 8.786 um2
Comb area -> 0.009427 mm2
routed len/inst -> 12.40 um
crit-path max FO -> 16
vertical die size -> 192.1 um
worst-margin pin slew -> 0.7313 ns
yosys cell count -> 1234
P&R area growth vs syn -> 9.082%
setup_tns -> 0 ns
Setup CP Type -> input pin to output pin
top area contributor share -> 0.3047
RSZ-0062 raised after global routing -> false
top cells by count -> inv_1 (281), ha_1 (264), and2_1 (225)
Crit. End Element -> output pin
Unique cell types -> 36
Port Buffers -> 64
Ant. Diodes -> 0
Tot GR Track Use -> 0.1286
Boundary Pins -> 64
drt via density -> 4.422
Tot Pwr -> 1.296 mW
Hold Path Class -> input pin to output pin
core area -> 0.03557 mm2
antenna violations before repair -> 1
CLK BUF -> 0
Fmax -> 0.03989 GHz
flop count -> 0
Top cell by count, worst path -> fa_1
CTS-repair resized insts -> 0
# Post-CTS Setup Buffers -> 0
post-route ant nets -> 0
Fillers -> 3642
Post-CTS Hold Buffers -> 0
## kinds of logic (layout without fill, tap and decap cells)
kind of cell	Yosys count	count (layout)	synth area share
adders and majority gates	414	414	0.5817
and+or+nand+nor	292	292	0.1591
AOI/OAI and AO/OA	121	121	0.07859
xor gates and xnor gates	62	62	0.05009
buffers and inverters	345	362	0.1305
## report_power, final
group,switching (mW),internal (mW),leakage (nW),total [mW]
combinational,0.556,0.741,6.39,1.30
sequential,0,0,0,0
clock,0,0,0,0
## layout make-up
type | count | share of cell area
inverters | 281 | 0.08919
multi-input cells | 889 | 0.7971
well taps | 461 | 0.04877
repair buffers | 81 | 0.06496
## layout by cell type (no fill, tap or decap), types with 13 or more instances in the layout
cell type	netlist	routed
inv_1	281	281
buf_4	32	17
nor2_1	13	13
a21o_1	25	25
nand2_1	32	32
ha_1	264	264
fa_1	150	150
a21oi_1	27	27
and2_1	225	225
clkdlybuf4s50_1	0	64
xnor2_1	59	59
o21ai_0	18	18
## stage by stage
| step | hold slack (ns) | instance area, um2 | instances | worst slack (ns) | utilization |
|---|---|---|---|---|---|
| 6_report | 12.30 | 11830 | 1712 | 2.228 | 0.3325 |
| 5_1_grt | 12.39 | 11830 | 1712 | 1.425 | 0.3325 |
| 4_1_cts | 12.30 | 11830 | 1712 | 2.079 | 0.3325 |
| 3_5_place_dp | 12.30 | 11830 | 1712 | 2.086 | 0.3325 |
| 3_3_place_gp | 12.28 | 11830 | 1712 | 2.164 | 0.3325 |
| 2_1_floorplan | 11.10 | 10840 | 1234 | 3.685 | - |
## per-layer routing
metal | part of all wire | global-route usage | wire length, um
met1 | 0.48 | 0.1921 | 10210
met2 | 0.46 | 0.2095 | 9796
met3 | 0.049 | 0.01846 | 1043
met4 | 0.0081 | 0.008480 | 173
met5 | 0.00061 | 0 | 13
## worst max-delay path, delay by kind of cell
family | cells | cell delay (ns)
simple gates | 1 | 0.16
compound gates | 2 | 0.38
fa+ha+maj | 32 | 11.00
buf+inv | 10 | 1.81
xor+xnor | 5 | 0.80
## final timing paths
check | end | cells past startpoint | start | slack, ns
setup / recovery | prod_o[31] | 50 | a_i[2] | 2.23
hold / removal | prod_o[0] | 3 | a_i[0] | 12.30
Power and IR drop assume default switching activity.
