File: ./config.mk
export PLATFORM = sky130hd
export DESIGN_NAME = sinx
export DESIGN_NICKNAME = sinx
export VERILOG_FILES = /design/flow/design.v
export SDC_FILE = /design/flow/constraint.sdc
export NUM_CORES = 4
export LEC_CHECK = 1
export CORE_UTILIZATION = 30
File: ./constraint.sdc
current_design sinx

set clk_period 13.6
set clk_io_pct 0.2

create_clock -name clk0 -period $clk_period [get_ports {clk_i}]

set non_clock_inputs [all_inputs -no_clocks]
set_input_delay [expr $clk_period * $clk_io_pct] -clock clk0 $non_clock_inputs
set_output_delay [expr $clk_period * $clk_io_pct] -clock clk0 [all_outputs]
File: ./design.v
package rv32i_pkg;
  parameter REG_WIDTH = 32;
  parameter [6:0] OP_LUI     = 7'b0110111;  
  parameter [6:0] OP_AUIPC   = 7'b0010111;  
  parameter [6:0] OP_JAL     = 7'b1101111;  
  parameter [6:0] OP_BRANCH  = 7'b1100011;  
  parameter [6:0] OP_STORE   = 7'b0100011;  
  parameter [6:0] OP_ALU     = 7'b0110011;  
  parameter [6:0] OP_JALR    = 7'b1100111;  
  parameter [6:0] OP_LOAD    = 7'b0000011;  
  parameter [6:0] OP_ALUI    = 7'b0010011;  
  parameter [6:0] OP_FENCE   = 7'b0001111;  
  parameter [6:0] OP_SYSTEM  = 7'b1110011;  
  parameter [5:0] OP_ALU_NOP  = 6'b000000;
  parameter [5:0] OP_ALU_ADD  = 6'b011001;  
  parameter [5:0] OP_ALU_SUB  = 6'b011011;  
  parameter [5:0] OP_ALU_AND  = 6'b011101;  
  parameter [5:0] OP_ALU_OR   = 6'b011111;  
  parameter [5:0] OP_ALU_XOR  = 6'b100001;  
  parameter [5:0] OP_ALU_SLT  = 6'b100011;  
  parameter [5:0] OP_ALU_SLTU = 6'b100101;  
  parameter [5:0] OP_ALU_SLL  = 6'b100111;  
  parameter [5:0] OP_ALU_SRL  = 6'b101001;  
  parameter [5:0] OP_ALU_SRA  = 6'b101011;  
  parameter [2:0] BRANCH_BEQ      = 3'b000;  
  parameter [2:0] BRANCH_BNE      = 3'b001;  
  parameter [2:0] BRANCH_BLT      = 3'b100;  
  parameter [2:0] BRANCH_BGE      = 3'b101;  
  parameter [2:0] BRANCH_BLTU     = 3'b110;  
  parameter [2:0] BRANCH_BGEU     = 3'b111;  
  parameter [2:0] BRANCH_JAL_JALR = 3'b010;  
endpackage
module sinx (
    input   logic         clk_i,
    input   logic         rstn_i,
    input   logic         start_i,
    input   logic [15:0]  x_i,
    output  logic [15:0]  result_o,
    output  logic         done_o
  );
  logic en_temp_reg;
  logic en_term_reg;
  logic en_sum_reg;
  logic zero_sum;
  logic sub;
  logic mux_a;
  logic [1:0] mux_b;
  logic [2:0] counter;
  sinx_dp sinx_dp_0 (
    .clk_i            ( clk_i       ),
    .x_i              ( x_i         ),
    .en_temp_reg_i    ( en_temp_reg ),
    .en_term_reg_i    ( en_term_reg ),
    .en_sum_reg_i     ( en_sum_reg  ),
    .sum_zero_i       ( zero_sum    ),
    .sub_i            ( sub         ),
    .mux_a_i          ( mux_a       ),
    .mux_b_i          ( mux_b       ),
    .counter_i        ( counter     ),
    .result_o         ( result_o    )
  );
  sinx_controller sinx_controller_0 (
    .clk_i            ( clk_i       ),
    .rstn_i           ( rstn_i      ),
    .start_i          ( start_i     ),
    .dp_en_temp_reg_o ( en_temp_reg ),
    .dp_en_term_reg_o ( en_term_reg ),
    .dp_en_sum_reg_o  ( en_sum_reg  ),
    .dp_zero_sum_o    ( zero_sum    ),
    .dp_sub_o         ( sub         ),
    .dp_mux_a_o       ( mux_a       ),
    .dp_mux_b_o       ( mux_b       ),
    .dp_counter_o     ( counter     ),
    .done_o           ( done_o      )
  );
endmodule
module sinx_controller (
    input   logic       clk_i,
    input   logic       rstn_i,
    input   logic       start_i,
    output  logic       dp_en_temp_reg_o,
    output  logic       dp_en_term_reg_o,
    output  logic       dp_en_sum_reg_o,
    output  logic       dp_zero_sum_o,
    output  logic       dp_sub_o,
    output  logic       dp_mux_a_o,
    output  logic [1:0] dp_mux_b_o,
    output  logic [2:0] dp_counter_o,
    output  logic       done_o
  );
  typedef enum logic [2:0] {
    STATE_RESET,
    STATE_INIT,
    STATE_CALC_0,
    STATE_CALC_1,
    STATE_CALC_2,
    STATE_DONE
  } state_t;
  state_t cur_state, nxt_state;
  always_ff @(posedge clk_i or negedge rstn_i) begin
    if (!rstn_i) begin
      cur_state <= STATE_RESET;
    end
    else begin
      cur_state <= nxt_state;
    end
  end
  logic [2:0] counter;
  always_ff @(posedge clk_i or negedge rstn_i) begin
    if (!rstn_i) begin
      counter <= '0;
    end
    else if (cur_state == STATE_CALC_2 | cur_state == STATE_INIT) begin
      counter <= counter + 1;
    end
  end
  always_comb begin
    nxt_state = STATE_RESET;
    case (cur_state)
      STATE_RESET : nxt_state = start_i           ? STATE_INIT    : STATE_RESET;
      STATE_INIT  : nxt_state = STATE_CALC_0;
      STATE_CALC_0: nxt_state = STATE_CALC_1;
      STATE_CALC_1: nxt_state = STATE_CALC_2;
      STATE_CALC_2: nxt_state = (counter == 3'd7) ? STATE_DONE    : STATE_CALC_0;
      STATE_DONE  : nxt_state = start_i           ? STATE_INIT    : STATE_DONE;
      default     : nxt_state = STATE_RESET;
    endcase
  end
  always_comb begin
    case (cur_state)
      STATE_RESET : begin
        dp_en_temp_reg_o  = 1'b0;
        dp_en_term_reg_o  = 1'b0;
        dp_en_sum_reg_o   = 1'b0;
        dp_zero_sum_o     = 1'b0;
        dp_mux_a_o        = 1'b0;
        dp_mux_b_o        = 2'b00;
      end
      STATE_INIT  : begin
        dp_en_temp_reg_o  = 1'b0;
        dp_en_term_reg_o  = 1'b1;
        dp_en_sum_reg_o   = 1'b1;
        dp_zero_sum_o     = 1'b1;
        dp_mux_a_o        = 1'b0;    
        dp_mux_b_o        = 2'b01;   
      end
      STATE_CALC_0 : begin
        dp_en_temp_reg_o  = 1'b1;
        dp_en_term_reg_o  = 1'b0;
        dp_en_sum_reg_o   = 1'b0;
        dp_zero_sum_o     = 1'b0;
        dp_mux_a_o        = 1'b0;    
        dp_mux_b_o        = 2'b00;   
      end
      STATE_CALC_1 : begin
        dp_en_temp_reg_o  = 1'b1;
        dp_en_term_reg_o  = 1'b0;
        dp_en_sum_reg_o   = 1'b0;
        dp_zero_sum_o     = 1'b0;
        dp_mux_a_o        = 1'b1;    
        dp_mux_b_o        = 2'b10;   
      end
      STATE_CALC_2 : begin
        dp_en_temp_reg_o  = 1'b0;
        dp_en_term_reg_o  = 1'b1;
        dp_en_sum_reg_o   = 1'b1;
        dp_zero_sum_o     = 1'b0;
        dp_mux_a_o        = 1'b1;    
        dp_mux_b_o        = 2'b01;   
      end
      STATE_DONE  : begin
        dp_en_temp_reg_o  = 1'b0;
        dp_en_term_reg_o  = 1'b0;
        dp_en_sum_reg_o   = 1'b0;
        dp_zero_sum_o     = 1'b0;
        dp_mux_a_o        = 1'b0;
        dp_mux_b_o        = 2'b00;
      end
      default     : begin
        dp_en_temp_reg_o  = 1'b0;
        dp_en_term_reg_o  = 1'b0;
        dp_en_sum_reg_o   = 1'b0;
        dp_zero_sum_o     = 1'b0;
        dp_mux_a_o        = 1'b0;
        dp_mux_b_o        = 2'b00;
      end
    endcase
  end
  assign dp_counter_o = counter;
  assign dp_sub_o     = counter[0];
  assign done_o       = (cur_state == STATE_DONE) ? 1'b1 : 1'b0;
endmodule
module sinx_dp (
    input   logic         clk_i,
    input   logic [15:0]  x_i,
    input   logic         en_temp_reg_i,
    input   logic         en_term_reg_i,
    input   logic         en_sum_reg_i,
    input   logic         sum_zero_i,
    input   logic         sub_i,
    input   logic         mux_a_i,
    input   logic [1:0]   mux_b_i,
    input   logic [2:0]   counter_i,
    output  logic [15:0]  result_o
  );
  logic [16:0] temp_reg;
  logic [16:0] term_reg;
  logic [16:0] sum_reg;
  logic [16:0] mul_a;
  logic [16:0] mul_b;
  logic [16:0] prod;
  logic [33:0] prod_ext;
  logic [15:0] lut;
  logic [16:0] x_ext;
  logic [16:0] lut_ext;
  assign x_ext    = {1'b0, x_i};   
  assign lut_ext  = {1'b0, lut};   
  sinx_lut sinx_lut_0 (
    .addr_i(counter_i),
    .data_o(lut)
  );
  always_ff @( posedge clk_i ) begin : write_temp_reg
    if (en_temp_reg_i) begin
      temp_reg <= prod;
    end
  end
  always_ff @( posedge clk_i ) begin : write_term_reg
    if (en_term_reg_i) begin
      term_reg <= prod;
    end
  end
  always_comb begin : multiplier
    prod = '0;
    case (mux_b_i)
      2'b00: mul_b = x_ext;
      2'b01: mul_b = lut_ext;
      2'b10: mul_b = term_reg;
      2'b11: mul_b = '0;
      default: mul_b = '0;
    endcase
    case (mux_a_i)
      1'b0: mul_a = x_ext;
      1'b1: mul_a = temp_reg;
      default: mul_a = '0;
    endcase
    prod_ext = mul_b * mul_a;
    prod = prod_ext[31:15];  
  end
  always_ff @( posedge clk_i ) begin : sum
    if (en_sum_reg_i) begin
      if (sum_zero_i) begin
        sum_reg <= prod;
      end
      else if (sub_i) begin
        sum_reg <= sum_reg - prod;
      end
      else begin
        sum_reg <= sum_reg + prod;
      end
    end
  end
  assign result_o = sum_reg[15] ? 16'hFFFF : sum_reg[15:0] << 1;  
endmodule
module sinx_lut (
    input   logic [2:0]   addr_i,
    output  logic [15:0]  data_o
  );
  always_comb begin : sinx_lut
    case (addr_i)
      3'd0: data_o = 16'h8000;
      3'd1: data_o = 16'h1555;
      3'd2: data_o = 16'h0666;
      3'd3: data_o = 16'h030C;
      3'd4: data_o = 16'h01C7;
      3'd5: data_o = 16'h012A;
      3'd6: data_o = 16'h00D2;
      3'd7: data_o = 16'h009C;
      default: data_o = 16'h0000;
    endcase
  end
endmodule
File: ./run.sh
#!/bin/bash
# OpenROAD 26Q1-2900-gdf79404cd8, Yosys 0.63+post, stock flow scripts
make -C /OpenROAD-flow-scripts/flow DESIGN_CONFIG=/design/flow/config.mk WORK_HOME=/design/flow/orfs finish
==> run notes <==
### Die
• **Floorplan Core Area** 43000 um2
• **chip area** 44400 um2
• **Init Core Util** 30.4%
• **number of rows in the core area** 76
• **I/O pin total** 36
• **DIE HEIGHT** 211 um
• **Die Span X** 211 um

### Clock network
• **CTS tree** done
• **clk sink count** 59
• **count of cells resized by post-cts repair** 0
• **Setup Buffers After CTS** 0
• **clock root buffer** sky130_fd_sc_hd__clkbuf_16
• **number of buffers added by the clock tree synthesis step** 9
• **Worst-Skew Late Latency** 0.34 ns
• **clock-pin slew on the worst setup and hold paths** 0.06 ns
• **Bufs on Longest Clock Path** 2
• **total number of H-tree levels** 3
• **hold buffers post-CTS** 0

### Worst setup path
• **Data required, critical path** 13.68 ns
• **type of origin of the critical path** input port
• **arrival time of the worst setup path** 12.31 ns
• **count of cells along the worst register-to-register path** 41
• **delay contributed by the slowest stage of the critical path** 0.78 ns
• **cell with the largest stage delay on the worst path** sky130_fd_sc_hd__a32oi_1
• **worst setup slack for register-to-register paths** 2.67 ns
• **crit path kind** input port to flip-flop
• **startpoint of the worst register-to-register path** sinx_controller_0.cur_state[3]
• **origin of the worst setup path** x_i[4]
• **cell type group with the largest total delay on the critical path** adder cells
• **Bufs and invs on worst path** 6
• **type of destination of the critical path** flip-flop
• **crit path to** sinx_dp_0.sum_reg[15]
• **top fanout value on the critical path** 7
• **logic depth of the worst path, buffers included** 38
• **capture point of the worst reg-to-reg path** sinx_dp_0.sum_reg[15]

### Routing
• **detailed-route via count** 10.0k
• **drt wl/cell** 17.3 um
• **post-detailed-route via-to-cell ratio** 4.78
• **n_diodes** 0
• **number of violations reported at the end of detailed-routing iteration 0** 398
• **number of routed nets with antenna violations** 0
• **number of optimization iterations in the first detailed-route pass** 5
• **wirelength, routed** 36100 um
• **drc violations** 0

### Global route
• **routing usage on met3** 7.29%
• **largest net degree at the start of global routing** 45
• **number of global-route vias before repair** 10.6k
• **GR Util All Layers** 18.1%
• **total overflow reported by the global router** 0
• **M1 GR Usage** 23.8%
• **most congested layer reported by global routing** met2
• **antenna violations before repair** 0
• **global-route wire length before repair** 58400 um
• **met2 capacity usage during global routing** 28.5%

### Placement
• **Routability Congestion** 0.969
• **DP Wirelength** 29100 um
• **count of buffers inserted at the top-level ports** 35

### Layout
• **share of final-layout standard cells stronger than drive strength 1** 6.83%
• **Post-Route Utilization** 33.6%
• **area delta synth->final** 10.6%
• **FILL cells** 4433

### Logic synthesis
• **portion of netlist area occupied by mux cells** 3.24%
• **commonest cells in the netlist** sky130_fd_sc_hd__inv_1, sky130_fd_sc_hd__fa_1, sky130_fd_sc_hd__nand2_1
• **fraction of the mapped netlist area in simple logic gates** 15.7%
• **most used flip-flop cell after synthesis** sky130_fd_sc_hd__edfxtp_1
• **main combinational cell family by area after synthesis** adder cells
• **arithmetic-cell share of the synthesized area counting full adders, half adders and majority gates** 45.3%
• **cell count after synthesis** 1487
• **Complex Gates by Area** 8.41%
• **Flops after synth** 59
• **xor-xnor portion of the synthesized cell area** 3.40%
• **number of unique standard cell types used by synthesis** 72
• **number of enable-type register cells in the synthesized netlist** 50
• **asr flop ratio synth** 15.3%
• **main area contributors after synthesis** sky130_fd_sc_hd__fa_1, sky130_fd_sc_hd__edfxtp_1, sky130_fd_sc_hd__ha_1
• **netlist area before placement** 13100 um2
• **top cell type by instance count after synthesis** sky130_fd_sc_hd__inv_1
• **Seq/Total Area, Yosys** 13.2%
• **average cell area after synthesis** 8.79 um2
• **# Cells Yosys** 1487
• **yosys-reported design area after synthesis** 13100 um2
• **area share of the leading cell type in the synthesized netlist** 34.0%
• **largest area contributor in the synthesized netlist** sky130_fd_sc_hd__fa_1
• **count of yosys warnings during synthesis** 3

### Timing
• **Final Max Tran Viols** 0
• **unrepaired setup endpoints after global routing** no
• **Max Clk Rate** 81.8 MHz
• **Worst slew margin** 30.8%
• **worst clock skew** 0.0101 ns
• **fin crit period** 12.23 ns
• **Final Hold Fails** 0
• **number of setup violations in the final report** 0
• **actual transition at the worst max-transition pin** 1.04 ns
• **final critical-path share of the clock period** 89.9%
• **TNS Setup** 0 ns

### Job
• **Max-cap violations** 0
• **number of warnings in the stage logs** 30

### Min path
• **number of stages on the worst hold path** 0
• **launch instance of the worst min-delay path** sinx_controller_0.cur_state[2]
• **type of the most critical hold path** flip-flop to flip-flop

### Outcome
• **run status** finished clean

[worst min path at each step]
stage	endpoint	slack, ns
after CTS	sinx_controller_0.cur_state[5]	0.37
after global routing	sinx_controller_0.cur_state[5]	0.39
final	sinx_controller_0.cur_state[5]	0.37
[cell type report]
cell class	count	area, um2	area share [%]
multi-input cells	1057	9940	68.8
flip-flops and latches	59	1730	12.0
inverters	313	1170	8.13
well taps	585	732	5.07
repair buffers	64	568	3.93
clock buffers	9	225	1.56
clock inverters	7	76.3	0.528
[through the flow]
step / hold slack [ns] / cell area (um2) / std cells / setup slack (ns)
after global routing: 0.387 / 14400 / 2094 / 0.863
after global placement: 0.350 / 14100 / 2078 / 1.18
after detailed placement: 0.354 / 14100 / 2078 / 1.10
final: 0.366 / 14400 / 2094 / 1.37
after CTS: 0.367 / 14400 / 2094 / 1.45
after floorplan: 0.346 / 13100 / 1487 / 2.60
[layer usage]
metal	routed length (um)	part of all wire [%]	up-vias
met3	3610	10	49
met4	1070	3.0	2
met5	45	0.12	-
met1	14500	40	4862
met2	17000	47	384
li1	-	-	4705
[kinds of logic (layout without fill, tap and decap cells)]
family,Yosys count,count (layout)
adders and majority gates,340,340
AOI/OAI and AO/OA,161,161
DFF,59,59
muxes,40,40
xor gates and xnor gates,49,49
buffers and inverters,371,393
and+or+nand+nor,467,467
[cell usage in the layout (no fill, tap or decap), types with 9 or more instances in the layout]
| cell type | synthesis | layout |
|---|---|---|
| sky130_fd_sc_hd__fa_1 | 222 | 222 |
| sky130_fd_sc_hd__inv_1 | 313 | 312 |
| sky130_fd_sc_hd__xor2_1 | 13 | 13 |
| sky130_fd_sc_hd__buf_4 | 2 | 29 |
| sky130_fd_sc_hd__nor3_1 | 10 | 10 |
| sky130_fd_sc_hd__ha_1 | 118 | 118 |
| sky130_fd_sc_hd__nand2_1 | 197 | 197 |
| sky130_fd_sc_hd__and2_1 | 12 | 12 |
| sky130_fd_sc_hd__clkbuf_16 | 0 | 9 |
| sky130_fd_sc_hd__or2_2 | 16 | 16 |
| sky130_fd_sc_hd__xnor2_1 | 34 | 34 |
| sky130_fd_sc_hd__a21oi_1 | 36 | 36 |
| sky130_fd_sc_hd__mux2i_1 | 22 | 22 |
| sky130_fd_sc_hd__clkdlybuf4s50_1 | 0 | 35 |
| sky130_fd_sc_hd__o21ai_0 | 30 | 30 |
| sky130_fd_sc_hd__mux2_2 | 18 | 18 |
| sky130_fd_sc_hd__edfxtp_1 | 50 | 50 |
| sky130_fd_sc_hd__nor2_1 | 161 | 159 |
| sky130_fd_sc_hd__nand3_1 | 16 | 16 |
| sky130_fd_sc_hd__a31oi_1 | 13 | 13 |
| sky130_fd_sc_hd__o21a_1 | 10 | 10 |
| sky130_fd_sc_hd__nand2b_1 | 11 | 11 |
| sky130_fd_sc_hd__a21o_1 | 9 | 9 |
