### /design/flow/config.mk
export PLATFORM = sky130hd
export DESIGN_NAME = mul_accum
export DESIGN_NICKNAME = mul_accum
export VERILOG_FILES = /design/flow/design.v
export SDC_FILE = /design/flow/constraint.sdc
export NUM_CORES = 4
export LEC_CHECK = 1
export CORE_UTILIZATION = 50
### /design/flow/constraint.sdc
current_design mul_accum

set clk_period 15.1
set clk_io_pct 0.2

create_clock -name clk0 -period $clk_period

set non_clock_inputs [all_inputs -no_clocks]
set_input_delay [expr $clk_period * $clk_io_pct] -clock clk0 $non_clock_inputs
set_output_delay [expr $clk_period * $clk_io_pct] -clock clk0 [all_outputs]
### /design/flow/design.v
package rv32i_pkg;
  parameter REG_WIDTH = 32;
  parameter [6:0] OP_LUI     = 7'b0110111;  
  parameter [6:0] OP_AUIPC   = 7'b0010111;  
  parameter [6:0] OP_JAL     = 7'b1101111;  
  parameter [6:0] OP_BRANCH  = 7'b1100011;  
  parameter [6:0] OP_STORE   = 7'b0100011;  
  parameter [6:0] OP_ALU     = 7'b0110011;  
  parameter [6:0] OP_JALR    = 7'b1100111;  
  parameter [6:0] OP_LOAD    = 7'b0000011;  
  parameter [6:0] OP_ALUI    = 7'b0010011;  
  parameter [6:0] OP_FENCE   = 7'b0001111;  
  parameter [6:0] OP_SYSTEM  = 7'b1110011;  
  parameter [5:0] OP_ALU_NOP  = 6'b000000;
  parameter [5:0] OP_ALU_ADD  = 6'b011001;  
  parameter [5:0] OP_ALU_SUB  = 6'b011011;  
  parameter [5:0] OP_ALU_AND  = 6'b011101;  
  parameter [5:0] OP_ALU_OR   = 6'b011111;  
  parameter [5:0] OP_ALU_XOR  = 6'b100001;  
  parameter [5:0] OP_ALU_SLT  = 6'b100011;  
  parameter [5:0] OP_ALU_SLTU = 6'b100101;  
  parameter [5:0] OP_ALU_SLL  = 6'b100111;  
  parameter [5:0] OP_ALU_SRL  = 6'b101001;  
  parameter [5:0] OP_ALU_SRA  = 6'b101011;  
  parameter [2:0] BRANCH_BEQ      = 3'b000;  
  parameter [2:0] BRANCH_BNE      = 3'b001;  
  parameter [2:0] BRANCH_BLT      = 3'b100;  
  parameter [2:0] BRANCH_BGE      = 3'b101;  
  parameter [2:0] BRANCH_BLTU     = 3'b110;  
  parameter [2:0] BRANCH_BGEU     = 3'b111;  
  parameter [2:0] BRANCH_JAL_JALR = 3'b010;  
endpackage
module bw_gray_cell (
    input   logic a_i,
    input   logic b_i,
    input   logic c_i,
    input   logic s_i,
    output  logic s_o,
    output  logic c_o
  );
  fulladder fa_and (
    .a_i   ( ~(a_i && b_i)  ),
    .b_i   ( c_i            ),
    .c_i   ( s_i            ),
    .sum_o ( s_o            ),
    .c_o   ( c_o            )
  );
endmodule
module bw_white_cell (
    input   logic a_i,
    input   logic b_i,
    input   logic c_i,
    input   logic s_i,
    output  logic s_o,
    output  logic c_o
  );
  fulladder fa_and (
    .a_i   ( a_i && b_i ),
    .b_i   ( c_i        ),
    .c_i   ( s_i        ),
    .sum_o ( s_o        ),
    .c_o   ( c_o        )
  );
endmodule
module multiplier #(
    parameter Width = 8
  ) (
    input logic [Width-1:0]     a_i,     
    input logic [Width-1:0]     b_i,     
    output logic [2*Width-1:0]  prod_o   
);
  logic [Width-1:0][Width-1:0] sum_matrix;
  logic [Width-1:0][Width-1:0] carry_matrix;
  logic [Width-1:0] final_sum_vector;
  logic [Width-1:0] final_carry_vector;
  genvar i, j;
  generate
    for (i = 0; i < Width; i++) begin: rows
      for (j = 0; j < Width; j++) begin: cols
        if (i > 0 && i < Width - 1 && j < Width - 1) begin
          bw_white_cell bw_cell (
            .a_i  ( b_i[i]                ),
            .b_i  ( a_i[j]                ),
            .c_i  ( carry_matrix[i-1][j]  ),
            .s_i  ( sum_matrix[i-1][j+1]  ),
            .s_o  ( sum_matrix[i][j]      ),
            .c_o  ( carry_matrix[i][j]    )
          );
        end
        else if (i == 0 && j < Width - 1) begin
          bw_white_cell bw_cell (
            .a_i  ( b_i[0]                ),
            .b_i  ( a_i[j]                ),
            .c_i  ( 1'b0                  ),
            .s_i  ( 1'b0                  ),
            .s_o  ( sum_matrix[i][j]      ),
            .c_o  ( carry_matrix[i][j]    )
          );
        end
        else if (i == Width - 1 && j < Width - 1) begin
          bw_gray_cell bw_cell (
            .a_i  ( b_i[Width-1]          ),
            .b_i  ( a_i[j]                ),
            .c_i  ( carry_matrix[i-1][j]  ),
            .s_i  ( sum_matrix[i-1][j+1]  ),
            .s_o  ( sum_matrix[i][j]      ),
            .c_o  ( carry_matrix[i][j]    )
          );
        end
        else if (j == Width - 1 && i < Width - 1) begin
          bw_gray_cell bw_cell (
            .a_i  ( b_i[i]                ),
            .b_i  ( a_i[Width-1]          ),
            .c_i  ( 1'b0                  ),
            .s_i  ( 1'b0                  ),
            .s_o  ( sum_matrix[i][j]      ),
            .c_o  ( carry_matrix[i][j]    )
          );
        end
        else if (i == Width - 1 && j == Width - 1) begin
          bw_white_cell bw_cell (
            .a_i  ( b_i[Width-1]          ),
            .b_i  ( a_i[Width-1]          ),
            .c_i  ( 1'b0                  ),
            .s_i  ( 1'b0                  ),
            .s_o  ( sum_matrix[i][j]      ),
            .c_o  ( carry_matrix[i][j]    )
          );
        end
      end
    end
  endgenerate
  generate
    for (i = 0; i < Width; i++) begin: final_adder_row
      if (i == 0) begin
        fulladder f0 (
          .a_i    ( 1'b1                      ),
          .b_i    ( carry_matrix[Width-1][i]  ),
          .c_i    ( sum_matrix[Width-1][i+1]  ),
          .sum_o  ( final_sum_vector[i]       ),
          .c_o    ( final_carry_vector[i]     )
        );
      end
      else if (i == Width - 1) begin
        fulladder f1 (
          .a_i    ( final_carry_vector[i-1]   ),
          .b_i    ( carry_matrix[Width-1][i]  ),
          .c_i    ( 1'b1                      ),
          .sum_o  ( final_sum_vector[i]       ),
          .c_o    ( final_carry_vector[i]     )
        );
      end
      else begin
        fulladder f2 (
          .a_i    ( final_carry_vector[i-1]   ),
          .b_i    ( carry_matrix[Width-1][i]  ),
          .c_i    ( sum_matrix[Width-1][i+1]  ),
          .sum_o  ( final_sum_vector[i]       ),
          .c_o    ( final_carry_vector[i]     )
        );
      end
    end
  endgenerate
  generate
    for (i = 0; i < 2 * Width; i++) begin: output_vec
      if (i < Width) begin
        assign prod_o[i] = sum_matrix[i][0];
      end
      else begin
        assign prod_o[i] = final_sum_vector[i-Width];
      end
    end
  endgenerate
endmodule
module mul_accum #(
    parameter Width = 8
  ) (
    input   logic [Width-1:0]   a_i,       
    input   logic [Width-1:0]   b_i,       
    input   logic [Width-1:0]   c_i,       
    input   logic [Width-1:0]   d_i,       
    input   logic [Width-1:0]   e_i,       
    input   logic [Width-1:0]   f_i,       
    output  logic [2*Width:0]   res_o      
  );
  logic [Width-1:0] input_mat [5:0];
  assign input_mat[0] = a_i;
  assign input_mat[1] = b_i;
  assign input_mat[2] = c_i;
  assign input_mat[3] = d_i;
  assign input_mat[4] = e_i;
  assign input_mat[5] = f_i;
  logic [2*Width-1:0] intermediate_prods [2:0];
  logic [2*Width:0]   sums [1:0];
  genvar i;
  generate
    for (i = 0; i < 3; i++) begin
      multiplier #(
        .Width(Width)
      ) mul (
        .a_i(input_mat[2*i]),
        .b_i(input_mat[2*i+1]),
        .prod_o(intermediate_prods[i])
      );
    end
  endgenerate
  cl_adder #(
    .Width(2*Width+1)
  ) cl_adder_0 (
    .a_i({ {1{intermediate_prods[0][-1]}}, intermediate_prods[0]}),
    .b_i({ {1{intermediate_prods[1][-1]}}, intermediate_prods[1]}),
    .sum_o(sums[0]),
    .c_o()
  );
  cl_adder #(
    .Width(2*Width+1)
  ) cl_adder_1 (
    .a_i(sums[0]),
    .b_i({ {1{intermediate_prods[2][-1]}}, intermediate_prods[2]}),
    .sum_o(sums[1]),
    .c_o()
  );
  assign res_o = sums[1];
endmodule
module cl_adder #(
    parameter Width = 8
  ) (
    input   logic [Width-1:0] a_i,
    input   logic [Width-1:0] b_i,
    output  logic [Width-1:0] sum_o,
    output  logic             c_o
  );
  logic [Width-1:0] w_G;  
  logic [Width-1:0] w_P;  
  logic [Width-1:0] w_S;  
  logic [Width:0]   w_C;  
  assign w_C[0] = 1'b0;
  genvar i;
  generate
    for (i = 0; i < Width; i++) begin : adder_chain
      fulladder fa (
        .a_i      (a_i[i]),
        .b_i      (b_i[i]),
        .c_i      (w_C[i]),
        .sum_o    (w_S[i]),
        .c_o  ()
      );
      assign w_G[i] = a_i[i] & b_i[i];
      assign w_P[i] = a_i[i] | b_i[i];
      if (i < Width) begin : gen_cla_terms
        assign w_C[i+1] = w_G[i] | (w_P[i] & w_C[i]);
      end
    end
  endgenerate
  assign sum_o = w_S;
  assign c_o = w_C[Width];
endmodule
module fulladder (
    input   logic a_i,
    input   logic b_i,
    input   logic c_i,
    output  logic sum_o,
    output  logic c_o
  );
  assign sum_o  = a_i ^ b_i ^ c_i;
  assign c_o    = (a_i & b_i) | (a_i & c_i) | (b_i & c_i);
endmodule
### /design/flow/run.sh
#!/bin/bash
# OpenROAD 26Q1-2900-gdf79404cd8, Yosys 0.63+post, stock flow scripts
make -C /OpenROAD-flow-scripts/flow DESIGN_CONFIG=/design/flow/config.mk WORK_HOME=/design/flow/orfs finish
==> GITHUB_STEP_SUMMARY <==
### Metrics collected by this job

| Metric | Value |
|---|---|
| Port buffer count | 65 |
| Setup ws final | 0.3905 ns |
| Vias per inst | 4.577 |
| Hold_buf cts | 0 |
| Row count | 38 |
| Vias in the first global route | 3,585 |
| Routed wire per std cell | 11.85 microns |
| Hold slack final | 7.349 ns |
| # Cells Yosys | 549 |
| Slew HR | 0.7707 |
| Post-Route WL | 8.719 mm |
| Non-Filler Instances | 736 |
| Seq_cells | 0 |
| Final Util | 0.5770 |
| Post-CTS resize count | 0 |
| Largest net degree at the start of global routing | 9 |
| DP HPWL | 8.372 mm |
| Die Wd | 107.2 microns |
| Final period util | 0.9741 |
| FMAX | 67.98 MHz |
| CORE AREA | 10,790 sq um |
| Chip area | 11,490 sq um |
| Post-DP Area | 6227 sq um |
| DR vias | 3,369 |
| Area Overhead vs Synth | 12.53% |
| Init Core Util | 0.5128 |
| Setup Total Neg Slack | 0 ns |
| Seq. cell area | 0 sq um |
| Final ANT Viol Nets | 0 |
| Max-Cap Viols | 0 |
| Overflow after GRT | 0 |
| Setup Fix Bufs, Post-CTS | 0 |
| Antenna cells | 0 |
| Final Max-Slew Violation Tally | 0 |
| CLK BUF | 0 |
| Antenna violations before repair | 0 |
| DRC | 0 |
| Startpoint Class | primary input |
| First-pass GRT wire length | 16.98 mm |
| YS warnings | 11 |
| Initial drt markers | 49 |
| Synth Instances | 549 |
| Min-delay worst type | primary input to output pin |
| Final setup fails | 0 |
| GRT Resource Usage Total | 0.2014 |
| Setup WS pre-CTS | 0.3470 ns |
| Post-layout instance area | 6227 sq um |
| Worst Setup Path Type | primary input to output pin |
| Status | finished clean |
| Crit-path max FO | 8 |
| IO Count | 65 |
| Die H | 107.2 microns |
| CP endpoint kind | output pin |
| Worst path required time | 12.08 ns |
| FILL cells | 946 |
| Placed cells | 736 |
| TritonRoute pass-1 iters | 4 |
| Synthesized area | 5534 sq um |
| Synth Seq Share | 0 |
| Crit path DAT | 11.69 ns |
| RSZ-0062 raised after global routing | no |
| Hold Fails Final Rpt | 0 |
| Tool warnings | 32 |
| RePlAce Congestion | 0.7908 |
| Synth cell types | 8 |
| Yosys chip area | 5534 sq um |
| Least-Margin Pin Slew | 0.3429 ns |
| Share of cells above drive strength 1 | 0 |
| Syn Area/Cell | 10.08 sq um |
| Tmin final | 14.71 ns |
==> critical path, stage by stage <==
cell and delay [ns]:
clkdlybuf4s50_1 0.52, and2_1 0.22, ha_1 0.27, inv_1 0.05, fa_1 0.47, inv_1 0.05
fa_1 0.49, fa_1 0.43, fa_1 0.40, fa_1 0.51, inv_1 0.05, fa_1 0.47
ha_1 0.18, fa_1 0.18, inv_1 0.05, fa_1 0.44, fa_1 0.46, fa_1 0.46
fa_1 0.54, inv_1 0.05, fa_1 0.52, inv_1 0.05, fa_1 0.43, fa_1 0.39
fa_1 0.52, clkdlybuf4s50_1 0.46
==> layout by cell type (no fill, tap or decap) <==
master           instances
nand2_1                 53
ha_1                    26
and2_1                 139
clkdlybuf4s50_1         65
inv_1                  139
fa_1                   173
xnor3_1                  1
==> cell usage after synthesis, drive strengths merged <==
cell	number	area (sq um)
and2	139	869.6
buf	18	132.6
fa	173	3463
ha	26	325.3
inv	139	521.8
nand2	53	198.9
xnor3	1	22.52
==> cell type report <==
type,count,area (sq um),share of cell area
Timing Repair Buffer,65,650.6,0.1045
Multi-Input combinational cell,392,4880,0.7836
Tap cell,140,175.2,0.02813
Inverter,139,521.8,0.08379
==> path summary, 6_finish.rpt <==
check	to	cells after the start	from	slack, ns
hold / removal	res_o[0]	4	e_i[0]	7.35
setup / recovery	res_o[15]	26	a_i[6]	0.39
==> metal layers <==
layer	wire length, microns	track usage
met4	0	0
met3	481	0.04092
met1	4455	0.4070
met2	3781	0.2682
met5	0	0
==> cell families after synthesis <==
kind of cell | Yosys count | synth area share
fa+ha+maj | 199 | 0.6846
simple gates | 192 | 0.1931
buf+inv | 157 | 0.1182
xor+xnor | 1 | 0.004069
